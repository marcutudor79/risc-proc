==> flow/design.v <==
`timescale 1ns / 1ps
module seq_core(
    input 		rst,    
    input		clk,
    output reg [(10)-1:0] pc,
    input  [(16)-1:0] instruction,
    output reg read,   
    output reg write,  
    output reg[(10)-1:0]	address,
    input wire[(32)-1:0]	data_in,
    output reg[(32)-1:0] data_out
);
reg [(32)-1:0] reg_block [0:(8)-1];
wire [(32)-1:0] mem_buff;
always @(posedge clk) begin
    if (1'b0 == rst) begin
        pc <= 1'd0;
        reg_block[0] <= 0;
        reg_block[1] <= 0;
        reg_block[2] <= 0;
        reg_block[3] <= 0;
        reg_block[4] <= 0;
        reg_block[5] <= 0;
        reg_block[6] <= 0;
        reg_block[7] <= 0;
    end
    else begin    
        if (instruction != (7'b1111111)) begin
            pc <= pc + 10'd1;
        end
        casex(instruction[15:9])
        (7'b0000000):       data_out = 0;
        (7'b0000001):       reg_block[instruction[8:6]] <= reg_block[instruction[5:3]] + reg_block[instruction[2:0]];
        (7'b0000010):      reg_block[instruction[8:6]] <= reg_block[instruction[5:3]] + reg_block[instruction[2:0]];
        (7'b0000011):       reg_block[instruction[8:6]] <= reg_block[instruction[5:3]] - reg_block[instruction[2:0]];
        (7'b0000100):      reg_block[instruction[8:6]] <= reg_block[instruction[5:3]] - reg_block[instruction[2:0]];
        (7'b0000101):       reg_block[instruction[8:6]] <= reg_block[instruction[5:3]] & reg_block[instruction[2:0]];
        (7'b0000110):        reg_block[instruction[8:6]] <= reg_block[instruction[5:3]] | reg_block[instruction[2:0]];
        (7'b0000111):       reg_block[instruction[8:6]] <= reg_block[instruction[5:3]] ^ reg_block[instruction[2:0]];
        (7'b0001000):      reg_block[instruction[8:6]] <= ~(reg_block[instruction[5:3]] & reg_block[instruction[2:0]]);
        (7'b0001001):       reg_block[instruction[8:6]] <= ~(reg_block[instruction[5:3]] | reg_block[instruction[2:0]]);
        (7'b0001010):      reg_block[instruction[8:6]] <= ~(reg_block[instruction[5:3]] ^ reg_block[instruction[2:0]]);
        (7'b0001011):    reg_block[instruction[8:6]] <= reg_block[instruction[8:6]] >> instruction[5:0];
        (7'b0001100):   reg_block[instruction[8:6]] <= $signed(reg_block[instruction[8:6]]) >>> instruction[5:0]; 
        (7'b0001101):    reg_block[instruction[8:6]] <= reg_block[instruction[8:6]] << instruction[5:0];
        (7'b0101xxx):       pc <= reg_block[instruction[2:0]];
        (7'b0110xxx):      pc <= pc + instruction[5:0];
        (7'b0111xxx):   case (instruction[11:9])
                        (3'b000): if (reg_block[instruction[8:6]] < 0) begin
                            pc <= reg_block[instruction[2:0]];
                            end
                        (3'b001): if (reg_block[instruction[8:6]] >= 0) begin
                            pc <= reg_block[instruction[2:0]];
                            end
                        (3'b010): if (reg_block[instruction[8:6]] == 0) begin
                            pc <= reg_block[instruction[2:0]];
                            end
                        (3'b011): if (reg_block[instruction[8:6]] != 0) begin
                             pc <= reg_block[instruction[2:0]];
                             end            
                    endcase
        (7'b1000xxx):  case (instruction[11:9])
                        (3'b000): if (reg_block[instruction[8:6]] < 0) begin
                            pc <= pc + instruction[5:0];
                            end
                        (3'b001): if (reg_block[instruction[8:6]] >= 0) begin
                            pc <= pc + instruction[5:0];
                            end
                         (3'b010): if (reg_block[instruction[8:6]] == 0) begin
                             pc <= pc + instruction[5:0];
                             end
                         (3'b011): if (reg_block[instruction[8:6]] != 0) begin
                              pc <= pc + instruction[5:0];
                              end            
                    endcase
         (7'b00111xx):     reg_block[instruction[10:8]] <= mem_buff;
         (7'b01000xx):    begin
                    reg_block[instruction[10:8]] <= {reg_block[instruction[10:8]][(32) - 1:0], instruction[7:0]};
                    end
         (7'b1111111):     pc <= pc;
        endcase
    end
end
always @(*) begin 
    casex(instruction[15:9]) 
       (7'b00111xx): begin
              read    = (1'b1);
              write   = (1'b0);
              address = reg_block[instruction[2:0]][(10) - 1:0];
              end
       (7'b01001xx): begin
               read     = (1'b0);
               write    = (1'b1);
               address  = reg_block[instruction[10:8]][(10) - 1:0];
               data_out = reg_block[instruction[2:0]];
               end
    endcase
end
seq_core_mem mem (
    .rst(rst),
    .clk(clk),
    .read(read),
    .write(write),
    .address(address),
    .dataout(mem_buff),
    .datain(data_out)
);
endmodule
`timescale 1ns / 1ps
module seq_core_mem(
       input                      rst,
       input                      clk,
       input wire                 read,
       input wire                 write,
       input      [(10) - 1:0] address,
       input      [(32) - 1:0] datain,
       output reg [(32) - 1:0] dataout
);
reg [(32) - 1:0] mem [0:(10) - 1];
always @(*) begin
    if ((1'b1) == read) begin
        dataout = mem[address];
    end
end
always @(posedge clk)
    if (0 == rst) begin
        mem[0] = 32'd0;
        mem[1] = 32'd0;
        mem[2] = 32'd0;
        mem[3] = 32'd0;
        mem[4] = 32'd0;
        mem[5] = 32'd0;
        mem[6] = 32'd0;
        mem[7] = 32'd0;
        mem[8] = 32'd0;
        mem[9] = 32'd0;
    end else 
    if ((1'b1) == write) begin
        mem[address] = datain;
    end
endmodule
==> flow/run.sh <==
#!/bin/bash
# OpenROAD 26Q1-2900-gdf79404cd8, Yosys 0.63+post, stock flow scripts
make -C /OpenROAD-flow-scripts/flow DESIGN_CONFIG=/design/flow/config.mk WORK_HOME=/design/flow/orfs finish
==> flow/config.mk <==
export PLATFORM = sky130hd
export DESIGN_NAME = seq_core
export DESIGN_NICKNAME = seq_core
export VERILOG_FILES = /design/flow/design.v
export SDC_FILE = /design/flow/constraint.sdc
export NUM_CORES = 4
export LEC_CHECK = 1
export CORE_UTILIZATION = 50
==> flow/constraint.sdc <==
current_design seq_core

set clk_period 42.9
set clk_io_pct 0.2

create_clock -name clk0 -period $clk_period [get_ports {clk}]

set non_clock_inputs [all_inputs -no_clocks]
set_input_delay [expr $clk_period * $clk_io_pct] -clock clk0 $non_clock_inputs
set_output_delay [expr $clk_period * $clk_io_pct] -clock clk0 [all_outputs]
==> ds_physical_params.txt <==
Characteristics after synthesis and place and route

Parameter                              Value

Detailed routing
  Vias post-DR    31.4k
  Residual antenna-violating net count after detailed routing    0
  Via-per-instance ratio    7.31
  Number of iterations in the first detailed-routing pass    9
  Avg WL per Cell    34.6 µm
  Detailed route wirelength on metal2    62200 µm
  Remaining DRCs    0
  Total wire length after detailed routing    148000 µm
  Top routing layer in use    met5
  Count of routing violations after the opening detailed-route iteration    3592
  Routed met1 length    50400 µm
  Routed wire length on met3    24000 µm

Logic synthesis
  Simple share    18.3%
  Post-Syn Instances    3561
  Post-synthesis instance area    30800 µm²
  Post-synth top cells    sky130_fd_sc_hd__nor2_1 (375), sky130_fd_sc_hd__nand2_1 (354), sky130_fd_sc_hd__mux2i_1 (318)
  Yosys cell count    3561
  Post-synthesis xor/xnor area fraction    1.02%
  Adder-cell area share of the yosys netlist    4.29%
  Leading cell types by total area after synthesis    sky130_fd_sc_hd__edfxtp_1 (25%), sky130_fd_sc_hd__mux2i_1 (10%), sky130_fd_sc_hd__mux4_2 (10%)
  Share of the synthesized area in the top cell type    25.0%
  Summed standard-cell area reported by yosys    30800 µm²
  Synth warn    66
  Syn_area_per_cell    8.65 µm²
  Area fraction in compound gates after synthesis    21.7%
  Area fraction in mux cells    22.0%
  Cell type with the highest aggregate area in the netlist    sky130_fd_sc_hd__edfxtp_1
  Synth Flop Type    sky130_fd_sc_hd__edfxtp_1
  Flip-flop and latch count after synthesis    278
  Synth unique cells    109
  EDFF count, synth    256
  Synth logic family    multiplexers
  Cell with the most instances after synthesis    sky130_fd_sc_hd__nor2_1
  FFs w/ async S/R, synth    0%

Place
  Worst slack at placement    25.17 ns
  Port buffer count    39
  Post-placement cell count    4240
  Placer's final routability congestion estimate    1.11
  Final HPWL DP    106000 µm

Die
  Number of standard-cell rows in the floorplan    90
  Chip Height    250 µm
  Floorplan core density    50.9%
  Chip Footprint    62600 µm²
  Top-level I/O count    104
  Core region area    60600 µm²
  Die X    250 µm

CTS
  H-tree levels    1
  Clock slew seen by the registers of the worst setup and hold paths    0.06 ns
  Worst skew pair latency    0.62 ns
  Clock tree root driver cell    sky130_fd_sc_hd__clkbuf_16
  Hold buffers post-CTS    0
  Number of buffers between clock root and the deepest sink    3
  Post_cts resized    0
  Buffer count from post-CTS setup fixing    0
  TritonCTS clock tree    built
  Total clock buffers created by CTS    29

Global routing
  Total global routing overflow    0
  Maximum number of pins on one net before global-route repair    81
  Via count of the first global-routing pass    30.4k
  Number of antenna violations at the first check in global routing    7
  Total global routing track utilization    49.4%
  Wire length of the first global-routing pass    212000 µm

STA
  Number of setup violations in the final report    0
  Unrepaired setup endpoints after global routing    false
  Number of register pins that no clock reaches    12
  Fin crit period    17.62 ns
  Worst hold-check slack    0.618 ns
  Endpoints left unconstrained    24
  Tightest Pin Transition    1.27 ns
  Highest achievable clock rate    56.7 MHz
  Post-route setup slack    25.28 ns
  Final sum of negative setup slack    0 ns
  Slew margin rel.    14.5%
  Largest clock skew in the final design    0.0407 ns
  Final Max Tran Viols    0
  Post-route fraction of the period consumed by the critical path    41.1%
  Final Hold Violating Endpoints    0

Setup path
  Endpoint of the most critical register-to-register path    reg_block[4][28]$_SDFFCE_PN0P_
  Critical path type    in -> reg
  CP endpoint kind    flip-flop
  Startpoint of the worst-slack reg-to-reg timing path    reg_block[0][1]$_SDFFCE_PN0P_
  Worst r2r path cells    20
  Critical path data arrival time    17.93 ns
  CP Launch Type    input pin
  R2R Setup Slk    35.72 ns
  Critical Path Fanout Max    32
  Required time worst endpoint    43.20 ns

Min path
  Type of the most critical hold path    reg -> reg
  Number of cells on the worst hold path    2
  Worst hold start    pc[0]$_SDFFE_PN0P_
  Hold Crit Endpoint    pc[0]$_SDFFE_PN0P_

Cells and area
  Tally of filler cells in the layout    5273
  Layout cell share with drive strength beyond 1    13.1%
  Logic area    20900 µm²
  Area growth from synthesis to layout    6.64%
  Number of cells in the finished layout apart from fillers    4293
  Reg area    8070 µm²

Power
  Reported leakage power    12.6 nW
  Worst ir drop on vdd    0.0440 mV
  Areal power density over the cells    33.0 nW/µm²

Run
  Max-cap violation count    0
  Warning total across the stage logs    114

Status
  Status    complete, no violations
worst max path at each step:
stage | start | end | slack [ns] | depth (start not counted)
CTS | instruction[12] | reg_block[2][28]$_SDFFCE_PN0P_ | 25.73 | 24
global route | instruction[12] | reg_block[4][28]$_SDFFCE_PN0P_ | 25.03 | 24
finish | instruction[12] | reg_block[4][28]$_SDFFCE_PN0P_ | 25.28 | 24
sequential cells by signal, summed over array words and instances, names as in the netlist:
signal     flops
read           1
address       10
reg_block    256
write          1
pc            10
critical path, stage by stage:
cell and delay, ns:
sky130_fd_sc_hd__clkdlybuf4s50_1 0.74, sky130_fd_sc_hd__or4b_1 0.68, sky130_fd_sc_hd__or3_1 0.33, sky130_fd_sc_hd__buf_4 0.26
sky130_fd_sc_hd__nand2_2 0.60, sky130_fd_sc_hd__buf_4 0.63, sky130_fd_sc_hd__mux2i_1 0.22, sky130_fd_sc_hd__a221oi_2 0.30
sky130_fd_sc_hd__buf_4 0.27, sky130_fd_sc_hd__inv_1 0.07, sky130_fd_sc_hd__ha_1 0.35, sky130_fd_sc_hd__a21oi_1 0.25
sky130_fd_sc_hd__o31ai_1 0.16, sky130_fd_sc_hd__a221oi_1 0.62, sky130_fd_sc_hd__a211oi_1 0.25, sky130_fd_sc_hd__o211ai_1 0.36
sky130_fd_sc_hd__a21oi_1 0.15, sky130_fd_sc_hd__o311ai_0 0.66, sky130_fd_sc_hd__a41oi_1 0.36, sky130_fd_sc_hd__a311o_1 0.43
sky130_fd_sc_hd__o21ai_0 0.52, sky130_fd_sc_hd__o211ai_1 0.26, sky130_fd_sc_hd__a22oi_1 0.73, sky130_fd_sc_hd__nor2_1 0.08
metal layers:
layer	vias to the layer above	track usage [%]
met5	-	9.96
met4	24	27.4
met3	657	28.7
met2	2563	68.8
met1	14800	59.8
li1	13400	-
cells by family after synthesis:
kind of cell               Yosys count
xor gates and xnor gates            36
muxes                              494
DFF                                266
and+or+nand+nor                   1210
other                                1
AOI/OAI and AO/OA                 1003
latches                             12
adders and majority gates          105
buffers and inverters              434
power breakdown:
part,switching (W),internal (W),leakage [nW]
sequential,0.0000135,0.000298,2.82
clock,0.000111,0.000155,0.479
combinational,0.000338,0.000169,9.32
total,0.000463,0.000622,12.6
final cells by class:
class                           instances  share of cell area [%]
Multi-Input combinational cell       2880                    63.7
Sequential cell                       278                    24.6
Timing Repair Buffer                  175                    4.28
Tap cell                              782                    2.98
Clock buffer                           32                    2.24
Inverter                              125                    1.43
Clock inverter                         20                   0.811
Antenna cell                            1                 0.00762
stage by stage:
| stage | instance area [µm²] | power [W] | util [%] |
|---|---|---|---|
| floorplan | 30900 | 0.000618 | - |
| global placement | 31900 | 0.000791 | 52.6 |
| detailed placement | 31900 | 0.000795 | 52.6 |
| CTS | 32900 | 0.00106 | 54.2 |
| global route | 32900 | 0.00111 | 54.2 |
| finish | 32900 | 0.00108 | 54.2 |
cells in the final DEF, fill, tap and decap left out, types with 17 or more instances in the layout:
cell / instances
sky130_fd_sc_hd__a2111oi_0: 23
sky130_fd_sc_hd__a211oi_1: 53
sky130_fd_sc_hd__a21o_1: 17
sky130_fd_sc_hd__a21oi_1: 269
sky130_fd_sc_hd__a221oi_1: 31
sky130_fd_sc_hd__a22oi_1: 31
sky130_fd_sc_hd__a31oi_1: 33
sky130_fd_sc_hd__and3_1: 20
sky130_fd_sc_hd__buf_4: 137
sky130_fd_sc_hd__clkbuf_16: 29
sky130_fd_sc_hd__clkdlybuf4s50_1: 31
sky130_fd_sc_hd__conb_1: 32
sky130_fd_sc_hd__edfxtp_1: 256
sky130_fd_sc_hd__ha_1: 104
sky130_fd_sc_hd__inv_1: 104
sky130_fd_sc_hd__mux2_2: 31
sky130_fd_sc_hd__mux2i_1: 317
sky130_fd_sc_hd__mux4_2: 141
sky130_fd_sc_hd__nand2_1: 346
sky130_fd_sc_hd__nand3_1: 68
sky130_fd_sc_hd__nor2_1: 371
sky130_fd_sc_hd__nor2b_1: 119
sky130_fd_sc_hd__nor3_1: 101
sky130_fd_sc_hd__nor4_1: 50
sky130_fd_sc_hd__o21ai_0: 218
sky130_fd_sc_hd__o221a_2: 20
sky130_fd_sc_hd__o221ai_1: 29
sky130_fd_sc_hd__o22ai_1: 50
sky130_fd_sc_hd__o31ai_1: 33
sky130_fd_sc_hd__or3_1: 19
sky130_fd_sc_hd__xnor2_1: 30
No activity file was given, so power comes from the tool's default toggle rates.
